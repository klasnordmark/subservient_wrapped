$ cat flow/run.sh
#!/bin/bash
# OpenROAD 26Q1-2900-gdf79404cd8, Yosys 0.63+post, stock flow scripts
make -C /OpenROAD-flow-scripts/flow DESIGN_CONFIG=/design/flow/config.mk WORK_HOME=/design/flow/orfs finish
$ cat flow/design.v
`default_nettype none
module sram_width_converter
  #(parameter aw = 10)
  (
   input wire 		i_clk,
   input wire [aw-1:0] 	i_sram_waddr,
   input wire [7:0] 	i_sram_wdata,
   input wire 		i_sram_wen,
   input wire [aw-1:0] 	i_sram_raddr,
   output wire [7:0] 	o_sram_rdata,
   input wire 		i_sram_ren,
   output wire 		o_csb0,
   output wire 		o_web0,
   output wire [3:0] 	o_wmask0,
   output wire [aw-3:0] o_addr0,
   output wire [32:0] 	o_din0,
   input wire [32:0] 	i_dout0);
   assign o_csb0 = !(i_sram_wen | i_sram_ren);
   assign o_web0 = !i_sram_wen;
   assign o_wmask0 = 4'd1 << i_sram_waddr[1:0];  
   assign o_addr0 = i_sram_wen ? i_sram_waddr[aw-1:2] : i_sram_raddr[aw-1:2];  
   assign o_din0  = {1'b0,{4{i_sram_wdata}}};  
   reg [1:0] 		sram_bsel;
   always @(posedge i_clk)
     sram_bsel <= i_sram_raddr[1:0];
   assign o_sram_rdata = i_dout0[sram_bsel*8+:8];  
endmodule
`default_nettype wire
$ cat flow/config.mk
export PLATFORM = sky130hd
export DESIGN_NAME = sram_width_converter
export DESIGN_NICKNAME = sram_width_converter
export VERILOG_FILES = /design/flow/design.v
export SDC_FILE = /design/flow/constraint.sdc
export NUM_CORES = 4
export LEC_CHECK = 1
export CORE_AREA = 10 10 70 70
export DIE_AREA = 0 0 80 80
$ cat flow/constraint.sdc
current_design sram_width_converter

set clk_period 2.8
set clk_io_pct 0.2

create_clock -name clk0 -period $clk_period [get_ports {i_clk}]

set non_clock_inputs [all_inputs -no_clocks]
set_input_delay [expr $clk_period * $clk_io_pct] -clock clk0 $non_clock_inputs
set_output_delay [expr $clk_period * $clk_io_pct] -clock clk0 [all_outputs]
==> flow_metrics.tcl <==
# metrics dict for downstream scripts
set metrics [dict create \
    status "finished, final reports clean" \
    pwr_density_cell_nw_per_um2 214 \
    post-route-drc-count 0 \
    final_common_cell "clkdlybuf4s50_1" \
    fin_cells 150 \
    synth_area_per_cell_um2 10.1 \
    cp_cell_sequence "clkdlybuf4s50_1, mux2_2, clkdlybuf4s50_1" \
    drt_pre_antenna_iters 2 \
    p_total_uw 253 \
    logic_area_um2 300 \
    utilization_pct 34.7 \
    ctsHoldBuffers 0 \
    cp-end-kind "output port" \
    antenna_found_initial 0 \
    drv_cap 0 \
    cp.depth 3 \
    min-delay-start "i_sram_raddr[0]" \
    crit_arrival_ns 2.08 \
    critical-path-top-delay-family "buffers and inverters" \
    core_area_um2 3420 \
    final_max_slew_viol_count 0 \
    rsz0062_at_grt "false" \
    fp.dieH_um 80 \
    syn_area_um2 613 \
    grt_pass1_vias 699 \
    final-seq-area_um2 40.0 \
    hold_class "input port to flop" \
    fmax_mhz 378 \
    biggestRegsByFlops "sram_bsel x2" \
    cts_sinks 2 \
    die_area_um2 6400 \
    grt_pass1_wl_mm 3.55 \
    yosys-stat-area_um2 613 \
    die_w_um 80 \
    yosysWarnings 1 \
    ant_nets 0 \
    path_buffers 2 \
    hold_violations 0 \
    cts_setup_buffers 0 \
    ctsLongestPathBuffers 2 \
    n_fill_cell 355 \
    viasPerCell 3.64 \
    whs_endpoint "sram_bsel[0]" \
    path_clk_slew_ns 0.03 \
    htree_levels 1 \
    num_vias 546 \
    cts_tree "yes" \
    port_buffers 76 \
    grt_max_degree 11 \
    ys_cells 61 \
    grt-ovfl-total 0 \
    critical_path.max_fanout 10 \
    design_area_um2 1180 \
    ys.flops 2 \
    layout_top_cells "clkdlybuf4s50_1 (76), mux4_2 (8), mux2_2 (8)" \
    rows 21 \
    cts_resized 0 \
    postSynthSeqShare_pct 6.53 \
    whs_ns 0.788 \
    period_minus_slack_ns 2.64 \
    fp-utilization_pct 17.9 \
    cts_root_buffer "clkbuf_4" \
    cp_data_required_time_ns 2.24 \
    tool_warnings 26 \
    pre_cts_slack_ns 0.138 \
    setup_ws_ns 0.157 \
    yosys.cell_types.count 12 \
    dr.first_iter.drc_count 7 \
    crit_type "input port to output port" \
    routed_wl_mm 2.31 \
    finalSetupViolCount 0 \
    top_register "sram_bsel" \
    crit_path_top_delay_cell "clkdlybuf4s50_1" \
    io_pins 119 \
    syn_to_final_growth_pct 93.3 \
    vdd_ir_drop_max_v 0.000162 \
    grt_usage_pct 6.87 \
    wl_per_cell_um 15.4 \
    start_kind "input port" \
    drive_gt1_share_pct 18.3 \
    largest_register_ffs 2 \
    fin_crit_sh_pct 94.4 \
    holdPathStages 1 \
    dpl_cell_area_um2 1160 \
    dp_hpwl_mm 2.16 \
    antenna_cells 0 \
    synthCells 61 \
    power.leakage_nw 0.429 \
    path_common_cell "clkdlybuf4s50_1" \
    cts_buffers 3 \
    finalSetupTns_ns 0 \
    dp.cells 147 \
    slowest_delay_ns 0.71 \
    place.gp.congestion 0.725 \
]
-- cell usage after synthesis --
library cell,instances,share of area [%]
buf_6,1,1.8
nor2b_1,2,2.0
nor2_1,2,1.2
buf_4,33,40
mux2_2,8,15
mux4_2,8,29
clkbuf_2,1,0.82
and2_1,1,1.0
dfxtp_1,2,6.5
inv_1,1,0.61
conb_1,1,0.61
buf_2,1,0.82
-- where the power goes --
group	total, mW	internal [mW]	switching (mW)
logic	0.156	0.132	0.0235
registers	0.0354	0.0303	0.00507
clock network	0.0621	0.0472	0.0149
-- layer usage --
metal  GRT usage [%]  part of all wire, %  up-vias
met5               0                    0        -
met4            1.06                0.087        0
met3            3.98                   15        2
met2            12.8                   54       33
met1            6.42                   31      248
li1                -                    -      263
-- area by class of cell --
| cell class | count | area share [%] |
|---|---|---|
| Timing Repair Buffer | 76 | 64.2 |
| Multi-Input combinational cell | 22 | 25.3 |
| Tap cell | 46 | 4.86 |
| Sequential cell | 2 | 3.38 |
| Clock buffer | 3 | 1.90 |
| Inverter | 1 | 0.317 |
-- worst max-delay path by stage --
stage	endpoint	slack, ns	start
after global routing	o_addr0[2]	0.1	i_sram_wen
after CTS	o_addr0[2]	0.13	i_sram_wen
final	o_addr0[2]	0.16	i_sram_wen
-- logic make-up after synthesis --
kind of cell	count (synthesis)	synth area share (%)
buffers and inverters	37	44.5
DFF	2	6.53
muxes	16	44.1
other	1	0.612
and+or+nand+nor	5	4.29
Power is estimated from default activity; no workload was simulated.
